`/design/flow/run.sh`:
```
#!/bin/bash
# OpenROAD 26Q1-2900-gdf79404cd8, Yosys 0.63+post, stock flow scripts
make -C /OpenROAD-flow-scripts/flow DESIGN_CONFIG=/design/flow/config.mk WORK_HOME=/design/flow/orfs finish
```
`/design/flow/config.mk`:
```
export PLATFORM = sky130hd
export DESIGN_NAME = mul
export DESIGN_NICKNAME = mul
export VERILOG_FILES = /design/flow/design.v
export SDC_FILE = /design/flow/constraint.sdc
export NUM_CORES = 4
export LEC_CHECK = 1
export CORE_UTILIZATION = 50
```
`/design/flow/constraint.sdc`:
```
current_design mul

set clk_period 24.1
set clk_io_pct 0.2

create_clock -name clk0 -period $clk_period

set non_clock_inputs [all_inputs -no_clocks]
set_input_delay [expr $clk_period * $clk_io_pct] -clock clk0 $non_clock_inputs
set_output_delay [expr $clk_period * $clk_io_pct] -clock clk0 [all_outputs]
```
`/design/flow/design.v`:
```
module csa_dadda(A, B, Cin, Y, Cout);
    input A, B, Cin;
    output Y, Cout;
    wire x;
    assign Y=A^B^Cin;
    assign Cout=(A&B)|(B&Cin)|(Cin &A);
endmodule
module HA(
    input a,      
    input b,      
    output Sum,   
    output Cout   
);
    assign Sum = a ^ b;
    assign Cout = a & b;
endmodule
module mul (
    input [15:0] a,
    input [15:0] b,
    output [31:0] p
);
    wire [7:0] PP1A, PP1B, PP2A, PP2B, PP3A, PP3B, PP4A, PP4B;
    wire [31:0] partial_sum1, partial_sum2, partial_sum3;
    wire s1, s2;
    Dadda_8bit Mult1 (.A(a[7:0]), .B(b[7:0]), .y({PP1B, PP1A}));
    Dadda_8bit Mult2 (.A(a[15:8]), .B(b[7:0]), .y({PP2B, PP2A}));
    Dadda_8bit Mult3 (.A(a[7:0]), .B(b[15:8]), .y({PP3B, PP3A}));
    Dadda_8bit Mult4 (.A(a[15:8]), .B(b[15:8]), .y({PP4B, PP4A}));
    assign partial_sum1 = {PP1B, PP1A} + {PP2B, PP2A};
    assign partial_sum2 = partial_sum1 + {PP3B, PP3A};
    assign partial_sum3 = partial_sum2 + {PP4B, PP4A};
    assign p[7:0] = PP1A;
    assign {s2, p[15:8]} = PP1B + PP2A + PP3A;
    assign {s1, p[23:16]} = PP4A + PP2B + PP3B + s2;
    assign p[31:24] = PP4B + s1;
endmodule
module Dadda_8bit (
    input [7:0] A,
    input [7:0] B,
    output wire [15:0] y
);
    wire gen_pp [0:7][7:0];
    wire [0:5] s1, c1;
    wire [0:13] s2, c2;
    wire [0:9] s3, c3;
    wire [0:11] s4, c4;
    wire [0:13] s5, c5;
    genvar i, j;
    for (i = 0; i < 8; i = i + 1) begin
        for (j = 0; j < 8; j = j + 1) begin
            assign gen_pp[i][j] = A[j] & B[i];
        end
    end
    HA h1(.a(gen_pp[6][0]), .b(gen_pp[5][1]), .Sum(s1[0]), .Cout(c1[0]));
    HA h2(.a(gen_pp[4][3]), .b(gen_pp[3][4]), .Sum(s1[2]), .Cout(c1[2]));
    HA h3(.a(gen_pp[4][4]), .b(gen_pp[3][5]), .Sum(s1[4]), .Cout(c1[4]));
    csa_dadda c11(.A(gen_pp[7][0]), .B(gen_pp[6][1]), .Cin(gen_pp[5][2]), .Y(s1[1]), .Cout(c1[1]));
    csa_dadda c12(.A(gen_pp[7][1]), .B(gen_pp[6][2]), .Cin(gen_pp[5][3]), .Y(s1[3]), .Cout(c1[3]));    
    csa_dadda c13(.A(gen_pp[7][2]), .B(gen_pp[6][3]), .Cin(gen_pp[5][4]), .Y(s1[5]), .Cout(c1[5]));
    HA h4(.a(gen_pp[4][0]), .b(gen_pp[3][1]), .Sum(s2[0]), .Cout(c2[0]));
    HA h5(.a(gen_pp[2][3]), .b(gen_pp[1][4]), .Sum(s2[2]), .Cout(c2[2]));
    csa_dadda c21(.A(gen_pp[5][0]), .B(gen_pp[4][1]), .Cin(gen_pp[3][2]), .Y(s2[1]), .Cout(c2[1]));
    csa_dadda c22(.A(s1[0]), .B(gen_pp[4][2]), .Cin(gen_pp[3][3]), .Y(s2[3]), .Cout(c2[3]));
    csa_dadda c23(.A(gen_pp[2][4]), .B(gen_pp[1][5]), .Cin(gen_pp[0][6]), .Y(s2[4]), .Cout(c2[4]));
    csa_dadda c24(.A(s1[1]), .B(s1[2]), .Cin(c1[0]), .Y(s2[5]), .Cout(c2[5]));
    csa_dadda c25(.A(gen_pp[2][5]), .B(gen_pp[1][6]), .Cin(gen_pp[0][7]), .Y(s2[6]), .Cout(c2[6]));
    csa_dadda c26(.A(s1[3]), .B(s1[4]), .Cin(c1[1]), .Y(s2[7]), .Cout(c2[7]));
    csa_dadda c27(.A(c1[2]), .B(gen_pp[2][6]), .Cin(gen_pp[1][7]), .Y(s2[8]), .Cout(c2[8]));
    csa_dadda c28(.A(s1[5]), .B(c1[3]), .Cin(c1[4]), .Y(s2[9]), .Cout(c2[9]));
    csa_dadda c29(.A(gen_pp[4][5]), .B(gen_pp[3][6]), .Cin(gen_pp[2][7]), .Y(s2[10]), .Cout(c2[10]));
    csa_dadda c210(.A(gen_pp[7][3]), .B(c1[5]), .Cin(gen_pp[6][4]), .Y(s2[11]), .Cout(c2[11]));
    csa_dadda c211(.A(gen_pp[5][5]), .B(gen_pp[4][6]), .Cin(gen_pp[3][7]), .Y(s2[12]), .Cout(c2[12]));
    csa_dadda c212(.A(gen_pp[7][4]), .B(gen_pp[6][5]), .Cin(gen_pp[5][6]), .Y(s2[13]), .Cout(c2[13]));
    HA h6(.a(gen_pp[3][0]), .b(gen_pp[2][1]), .Sum(s3[0]), .Cout(c3[0]));
    csa_dadda c31(.A(s2[0]), .B(gen_pp[2][2]), .Cin(gen_pp[1][3]), .Y(s3[1]), .Cout(c3[1]));
    csa_dadda c32(.A(s2[1]), .B(s2[2]), .Cin(c2[0]), .Y(s3[2]), .Cout(c3[2]));
    csa_dadda c33(.A(c2[1]), .B(c2[2]), .Cin(s2[3]), .Y(s3[3]), .Cout(c3[3]));
    csa_dadda c34(.A(c2[3]), .B(c2[4]), .Cin(s2[5]), .Y(s3[4]), .Cout(c3[4]));
    csa_dadda c35(.A(c2[5]), .B(c2[6]), .Cin(s2[7]), .Y(s3[5]), .Cout(c3[5]));
    csa_dadda c36(.A(c2[7]), .B(c2[8]), .Cin(s2[9]), .Y(s3[6]), .Cout(c3[6]));
    csa_dadda c37(.A(c2[9]), .B(c2[10]), .Cin(s2[11]), .Y(s3[7]), .Cout(c3[7]));
    csa_dadda c38(.A(c2[11]), .B(c2[12]), .Cin(s2[13]), .Y(s3[8]), .Cout(c3[8]));
    csa_dadda c39(.A(c2[13]), .B(gen_pp[7][5]), .Cin(gen_pp[6][6]), .Y(s3[9]), .Cout(c3[9]));
    HA h7(.a(gen_pp[2][0]), .b(gen_pp[1][1]), .Sum(s4[0]), .Cout(c4[0]));
    HA h8(.a(s3[0]), .b(gen_pp[1][2]), .Sum(s4[1]), .Cout(c4[1]));
    csa_dadda c41(.A(c3[0]), .B(s3[1]), .Cin(c4[0]), .Y(s4[2]), .Cout(c4[2]));
    csa_dadda c42(.A(c3[1]), .B(s3[2]), .Cin(c4[1]), .Y(s4[3]), .Cout(c4[3]));
    csa_dadda c43(.A(c3[2]), .B(s3[3]), .Cin(c4[2]), .Y(s4[4]), .Cout(c4[4]));
    csa_dadda c44(.A(c3[3]), .B(s3[4]), .Cin(c4[3]), .Y(s4[5]), .Cout(c4[5]));
    csa_dadda c45(.A(c3[4]), .B(s3[5]), .Cin(c4[4]), .Y(s4[6]), .Cout(c4[6]));
    csa_dadda c46(.A(c3[5]), .B(s3[6]), .Cin(c4[5]), .Y(s4[7]), .Cout(c4[7]));
    csa_dadda c47(.A(c3[6]), .B(s3[7]), .Cin(c4[6]), .Y(s4[8]), .Cout(c4[8]));
    csa_dadda c48(.A(c3[7]), .B(s3[8]), .Cin(c4[7]), .Y(s4[9]), .Cout(c4[9]));
    csa_dadda c49(.A(c3[8]), .B(s3[9]), .Cin(c4[8]), .Y(s4[10]), .Cout(c4[10]));
    csa_dadda c410(.A(c3[9]), .B(gen_pp[5][7]), .Cin(gen_pp[4][7]), .Y(s4[11]), .Cout(c4[11]));
    HA h9(.a(gen_pp[1][0]), .b(gen_pp[0][1]), .Sum(s5[0]), .Cout(c5[0]));
    csa_dadda c51(.A(s4[0]), .B(gen_pp[0][2]), .Cin(c5[0]), .Y(s5[1]), .Cout(c5[1]));
    csa_dadda c52(.A(c4[1]), .B(s4[2]), .Cin(c5[1]), .Y(s5[2]), .Cout(c5[2]));
    csa_dadda c53(.A(c4[2]), .B(s4[3]), .Cin(c5[2]), .Y(s5[3]), .Cout(c5[3]));
    csa_dadda c54(.A(c4[3]), .B(s4[4]), .Cin(c5[3]), .Y(s5[4]), .Cout(c5[4]));
    csa_dadda c55(.A(c4[4]), .B(s4[5]), .Cin(c5[4]), .Y(s5[5]), .Cout(c5[5]));
    csa_dadda c56(.A(c4[5]), .B(s4[6]), .Cin(c5[5]), .Y(s5[6]), .Cout(c5[6]));
    csa_dadda c57(.A(c4[6]), .B(s4[7]), .Cin(c5[6]), .Y(s5[7]), .Cout(c5[7]));
    csa_dadda c58(.A(c4[7]), .B(s4[8]), .Cin(c5[7]), .Y(s5[8]), .Cout(c5[8]));
    csa_dadda c59(.A(c4[8]), .B(s4[9]), .Cin(c5[8]), .Y(s5[9]), .Cout(c5[9]));
    csa_dadda c510(.A(c4[9]), .B(s4[10]), .Cin(c5[9]), .Y(s5[10]), .Cout(c5[10]));
    csa_dadda c511(.A(c4[10]), .B(s4[11]), .Cin(c5[10]), .Y(s5[11]), .Cout(c5[11]));
    csa_dadda c512(.A(c4[11]), .B(gen_pp[3][7]), .Cin(gen_pp[2][7]), .Y(s5[12]), .Cout(c5[12]));
    csa_dadda c513(.A(gen_pp[7][6]), .B(gen_pp[6][7]), .Cin(gen_pp[5][7]), .Y(s5[13]), .Cout(c5[13]));
    assign y[0] = gen_pp[0][0];
    assign y[1] = s5[0];
    assign y[2] = s5[1];
    assign y[3] = s5[2];
    assign y[4] = s5[3];
    assign y[5] = s5[4];
    assign y[6] = s5[5];
    assign y[7] = s5[6];
    assign y[8] = s5[7];
    assign y[9] = s5[8];
    assign y[10] = s5[9];
    assign y[11] = s5[10];
    assign y[12] = s5[11];
    assign y[13] = s5[12];
    assign y[14] = s5[13];
    assign y[15] = c5[13];
endmodule
```
==> run summary <==
yosys + openroad results -> Register Area=0 sq um, flop count=0, drt wl/cell=14.4 um, peak supply drop=0.148 mV, Post-Syn Area=7400 sq um, post-layout period usage=84.6%, CP startpoint kind=input port, Final min period=20.38 ns, via count=5379, DRC Markers=0, Port Buf Inserts=64, Core Region=14500 sq um, leak pwr=4.05 nW, Max Fanout on Critical Path=17, Synth Instances=863, slew margin rel.=51.7%, Post-CTS Resized=0, Crit. End Element=output pin, number of routed nets with antenna violations=0, Comb area=6280 sq um, slowest CP cell=clkdlybuf4s50_1, # setup viols final=0, Power Dens Cells=148 nW/um^2, status=finished clean, non-filler cells, final=1075, Die X=124 um, hpwl dp=12900 um, Yosys Warn Count=1, setup TNS=0 ns, Chip Area, Yosys=7400 sq um, max-slew violations=0, RSZ-0062 raised after global routing=no, CP dominant cell by count=fa_1, yosys cell count=863, proportion of layout cells with a drive suffix above 1=2.02%, sequential share of the synthesized area=0%, I/O pins=64, GRT Total Usage=24.5%, largest net degree at the start of global routing=22, # rows=44, type of the tightest min-delay check=in -> out, worst hold start=a[0], final core utilization=56.3%, Final Wtd Congestion=0.859, arrival time worst endpoint=15.56 ns, Design Area, Final=8150 sq um, CTS Hold Buffers Added=0, hold depth=3, Total Wirelength=15500 um, number of DRC markers in iteration 0=169, Final Hold Fails=0, DRT Pass-1 Iters=6, number of OpenROAD warnings=32, die area=15300 sq um, Worst Hold End=p[0], antenna cell count=0, fmax=0.0491 GHz, most numerous logic cells after layout=inv_1, fa_1, and2_1, dominant logic cell type in the layout=inv_1, Req. time, crit path=19.28 ns, area grow syn2layout=10.1%, vias in the first global route=5866, Placement Cell Area=8150 sq um, synth unique cells=40, gr ovfl total=0, vias per cell=5.00, first-pass GRT wire length=27100 um, crit path kind=in -> out, Fill cells=1280, initial antenna violation count=0, Slew @ Worst Pin=0.723 ns, Mean Syn Cell Area=8.58 sq um, Core Density at Floorplan=51.1%, CLK BUF=0, # Post-CTS Setup Buffers=0, Placed Instances=1075, delay of the slowest critical-path stage=0.71 ns, DIE HEIGHT=124 um, max cap viols=0
-- synthesized netlist by cell type (all sizes together) (3+ instances only) --
master / n / area [sq um]
xor2: 10 / 95.1
buf: 11 / 76.3
ha: 49 / 613
a22o: 9 / 78.8
a22oi: 6 / 45.0
xnor2: 15 / 131
nor3: 3 / 15.0
clkbuf: 38 / 143
o21a: 3 / 22.5
nand4: 4 / 25.0
a31oi: 17 / 106
and2: 143 / 895
o22ai: 3 / 18.8
nor2: 23 / 86.3
inv: 239 / 897
nand3: 6 / 30.0
a21oi: 13 / 65.1
o21ai: 3 / 15.0
a21o: 5 / 37.5
nand2: 67 / 251
fa: 178 / 3560
-- cell type report --
| cell class | count | area share, % |
|---|---|---|
| inverter | 239 | 11.0 |
| multi-input combinational | 575 | 77.1 |
| tap | 184 | 2.82 |
| timing repair buffer | 77 | 9.06 |
-- power by group --
group / internal, mW / switching, mW / total, mW / leakage [nW]
Sequential: 0 / 0 / 0 / 0
Clock: 0 / 0 / 0 / 0
Combinational: 0.687 / 0.516 / 1.20 / 4.05
-- metrics by stage --
| stage | setup slack [ns] | total power, mW | hold slack (ns) |
|---|---|---|---|
| after floorplan | 5.39 | 0.678 | 9.88 |
| after global placement | 3.80 | 1.21 | 10.94 |
| after detailed placement | 3.71 | 1.21 | 10.96 |
| after CTS | 3.69 | 1.23 | 10.96 |
| after global routing | 3.05 | 1.39 | 11.02 |
| final | 3.72 | 1.20 | 10.97 |
-- cells by family (layout without fill, tap and decap cells) --
| kind of cell | count (synthesis) | after routing | share of synthesized area (%) |
|---|---|---|---|
| AND-OR/OR-AND | 68 | 68 | 6.32 |
| adder cells (fa/ha/maj) | 228 | 228 | 56.6 |
| buffers and inverters | 288 | 316 | 15.1 |
| XOR/XNOR | 26 | 26 | 3.38 |
| AND/OR/NAND/NOR | 253 | 253 | 18.6 |
-- per-layer routing --
metal / track usage (%) / part of all wire [%]
met1: 33.9 / 42
met2: 43.8 / 52
met3: 3.13 / 4.1
met4: 3.69 / 1.9
met5: 0 / 0
-- critical path, delay by kind of cell --
family	cells	cell delay [ns]
and+or+nand+nor	5	1.05
adders and majority gates	17	6.30
buffers and inverters	8	1.49
xor gates and xnor gates	4	0.69
AOI/OAI and AO/OA	6	1.17
-- worst max path at each step --
stage	startpoint	depth (start not counted)	endpoint	slack, ns
final	b[5]	40	p[31]	3.72
after global routing	b[5]	40	p[31]	3.05
after CTS	b[5]	40	p[31]	3.69
Power is estimated from default activity; no workload was simulated.
